**run.sh**
```bash
#!/bin/bash
# OpenROAD 26Q1-2900-gdf79404cd8, Yosys 0.63+post, stock flow scripts
make -C /OpenROAD-flow-scripts/flow DESIGN_CONFIG=/design/flow/config.mk WORK_HOME=/design/flow/orfs finish
```
**config.mk**
```make
export PLATFORM = sky130hd
export DESIGN_NAME = downsampler
export DESIGN_NICKNAME = downsampler
export VERILOG_FILES = /design/flow/design.v
export SDC_FILE = /design/flow/constraint.sdc
export NUM_CORES = 4
export LEC_CHECK = 1
export CORE_UTILIZATION = 30
```
**constraint.sdc**
```tcl
current_design downsampler

set clk_period 16.8
set clk_io_pct 0.2

create_clock -name clk0 -period $clk_period [get_ports {fast_clk}]
create_clock -name clk1 -period $clk_period [get_ports {slow_clk}]

set non_clock_inputs [all_inputs -no_clocks]
set_input_delay [expr $clk_period * $clk_io_pct] -clock clk0 $non_clock_inputs
set_output_delay [expr $clk_period * $clk_io_pct] -clock clk0 [all_outputs]
```
**design.v**
```verilog
module downsampler (
   input wire        fast_clk,
   input wire        slow_clk,
   input wire        reset,
   input wire        din_valid_Ff,
   input wire [31:0] din_re_Ff,
   input wire [31:0] din_im_Ff,
   output reg        dout_valid_Fs,
   output reg [31:0] dout_re_Fs,
   output reg [31:0] dout_im_Fs
);
   reg [2:0]  count_Ff;
   reg        din_valid_captured_Ff;
   reg [31:0] din_re_captured_Ff;
   reg [31:0] din_im_captured_Ff;
   always @(posedge fast_clk) begin
      if (reset == 1'b1) begin
         count_Ff <= 0;
      end
      else begin
         if (din_valid_Ff == 1'b1) begin
            if (count_Ff == 6)
               count_Ff <= 0;
            else
               count_Ff <= count_Ff + 1;
         end
      end  
   end  
   always @(posedge fast_clk) begin
      if (reset == 1'b1) begin
         din_valid_captured_Ff <= 1'b0;
      end
      else begin
         if (count_Ff == 0) begin
            din_valid_captured_Ff <= din_valid_Ff;
            din_re_captured_Ff <= din_re_Ff;
            din_im_captured_Ff <= din_im_Ff;
         end
      end
   end  
   always @(posedge slow_clk) begin
      dout_valid_Fs <= din_valid_captured_Ff;
      dout_re_Fs <= din_re_captured_Ff;
      dout_im_Fs <= din_im_captured_Ff;
   end  
endmodule
```
==> metrics.sh <==
RESULT_OF_THE_RUN='completed'
IR_WORST_VDD_uV=64.0
YOSYS_MOST_USED_DFF='dfxtp_1'
GRT_USE_MET3_PCT=5.71
FLOP_AREA_MM2=0.00330
YS_ASYNC_SR_FRACTION_PCT=0
DIE_HEIGHT_UM=108
YOSYSTOPAREACELLSHARE_PCT=56.6
YS_TYPES=11
GRT.MET1_USAGE_PCT=15.7
TOTAL_POWER_uW=771
LAYOUT-AREA-OVERHEAD-VS-SYNTH_PCT=61.7
RSZ_0062_RAISED_AFTER_GLOBAL_ROUTING='no'
DPL-INSTANCE-AREA_MM2=0.00490
NUM-FILL-CELLS=909
FIN_SETUP_TNS_NS=0
MI_LOGIC_AREA_UM2=97.6
FINISH.INSTANCE_AREA_MM2=0.00549
MAX-CAP-VIOLATIONS=0
SYNTHESIS.AREA_PER_INSTANCE_UM2=22.9
CRIT_PATH_START_KIND='input port'
CRITICAL_PATH.ENDPOINT_TYPE='flop'
NUMCLOCKSINKS=133
HOLD-WORST-SLACK_NS=0.329
POWER_LEAKAGE_nW=2.03
VIAS_PER_INSTANCE=3.88
PATH_CLK_SLEW_NS=0.05
DRC=0
SYNTHTOPCELLSBYAREA='edfxtp_1 (57%), dfxtp_1 (41%), mux2i_1 (0.59%)'
POST_SYNTH_MOST_FREQUENT_CELLS='dfxtp_1 (69), edfxtp_1 (64), a21oi_1 (3), nand2_1 (3)'
SLEW_HEADROOM_PCT=70.6
GRT_MAX_DEGREE=35
NUM_ANTENNA_CELLS=0
FP.COREAREA_MM2=0.0109
GLOBALPLACE.CONGESTION=0.694
DRV_SLEW=0
POST-DP-HPWL_UM=3880
SETUP_VIOL=0
HOLD_PATH.CLASS='flop to flop'
WORSTPATHARRIVAL_NS=4.53
DRT-WIRELENGTH-PER-CELL_UM=13.0
WORSTSETUPPATHTYPE='input port to flop'
ENABLE_FLOP_CELLS=64
YS.FLOPS=133
INITIALDRTVIOLATIONCOUNT=51
WORST-ENDPOINT-REQUIRED_NS=16.77
CRITPATHMAXFANOUT=34
FIN_WORST_SKEW_NS=0.00559
CTS_HOLD_BUFFERS=0
FINAL_LAYOUT_SIZE_SUFFIX_GT1_SHARE_PCT=10.6
IOS=133
POSTLAYOUTCOREUTIL_PCT=50.2
SYNTH_SEQUENTIAL_AREA_RATIO_PCT=97.3
ANTENNA_FOUND_INITIAL=0
SYNTH_STAT.CELLS=148
GLOBALROUTEMET2UTIL_PCT=14.3
GLOBAL_ROUTE_TOTAL_OVERFLOW=0
GRT_UTIL_ALL_LAYERS_PCT=10.7
TIGHTESTPINTRANSITION_NS=0.440
TRITONCTS='done'
PLACE.PORT_BUFFERS=131
DRT_TOTAL_WL_UM=5870
ANTENNA_VIOLATING_NETS_POST_ROUTE=0
CORE.ROWCOUNT=38
POSTSYNTHCELLCOUNT=148
VIAS_IN_THE_FIRST_GLOBAL_ROUTE=1814
MAPPEDNETLISTAREA_MM2=0.00339
POST_CTS_SIZING_COUNT=0
BUSIEST_LAYER='met1'
TOTAL_POWER_DIVIDED_BY_CELL_AREA_mW_PER_MM2=140
DETAILEDROUTE.FIRSTPASSITERATIONCOUNT=4
NUMBER_OF_WARNINGS_ISSUED_BY_YOSYS=1
TOP_CELL='dfxtp_1'
VIA_COUNT=1754
DIEAREA_MM2=0.0117
SYNTH_TOP_CELL_BY_AREA='edfxtp_1'
FLOORPLAN.INITIALDENSITY_PCT=31.0
REPORT.FINAL.HOLD_VIOL_COUNT=0
CTS.REPAIR_TIMING.SETUP_BUFFER_COUNT=0
FLOORPLAN.DIE.WIDTH_UM=108
WARNING_COUNT=26
YOSYS_AREA_MM2=0.00339
GRT_FIRST_PASS_WIRELENGTH_UM=8780
[path summary, 6_finish.rpt]
kind	start	endpoint	slack, ns	cells after the start
worst max-delay path	reset	din_re_captured_Ff[23]	12.24	3
worst min-delay path	din_re_captured_Ff[26]	dout_re_Fs[26]	0.33	0
worst max register to register	count_Ff[0]	din_re_captured_Ff[23]	15.28	2
worst min register to register	din_re_captured_Ff[26]	dout_re_Fs[26]	0.33	0
max in group clk1	din_im_captured_Ff[27]	dout_im_Fs[27]	16.31	0
min in group clk0	din_valid_captured_Ff	din_valid_captured_Ff	0.51	2
[per-layer routing]
layer	up-vias	share of wire (%)
met5	-	0
met4	0	3.5
met3	18	12
met2	95	44
met1	799	40
li1	842	-
[worst max-delay path, cell delays in order]
cell             delay [ns]
clkdlybuf4s50_1        0.49
nor4_2                 0.22
buf_4                  0.45
[sequential cells by signal (all words and copies together) (netlist names)]
signal,flops
din_im_captured_Ff,32
din_re_captured_Ff,32
dout_im_Fs,32
dout_re_Fs,32
count_Ff,3
din_valid_captured_Ff,1
dout_valid_Fs,1
[cells in the final DEF (no fill, tap or decap)]
cell / instances
nand4b_1: 1
clkdlybuf4s50_1: 131
clkinvlp_4: 2
clkinv_1: 1
dfxtp_1: 69
buf_4: 2
nor4_2: 1
clkbuf_16: 18
a21oi_1: 3
nor2_1: 2
bufinv_16: 1
nand2_1: 3
clkbuf_1: 1
clkinv_2: 2
mux2i_1: 2
nand3b_1: 1
nor3_2: 1
o21ai_0: 1
edfxtp_1: 64
clkbuf_8: 4
clkinv_4: 2
[area by class of cell]
| cell class | instances | area share [%] |
|---|---|---|
| multi-input combinational | 15 | 1.78 |
| timing repair buffer | 133 | 24.2 |
| clock buffer | 23 | 9.28 |
| sequential | 133 | 60.2 |
| clock inverter | 8 | 1.39 |
| tap | 140 | 3.19 |
[power breakdown]
| group | total (mW) | switching (mW) | leakage, nW | internal [mW] |
|---|---|---|---|---|
| Sequential | 0.371 | 0.00555 | 1.19 | 0.365 |
| Clock | 0.359 | 0.130 | 0.284 | 0.229 |
| Combinational | 0.0412 | 0.0100 | 0.553 | 0.0312 |
| Total | 0.771 | 0.145 | 2.03 | 0.626 |
[logic make-up after synthesis]
| group | synth area share, % |
|---|---|
| mux | 0.590 |
| flops | 97.3 |
| simple gates | 1.51 |
| compound gates | 0.589 |
[stage by stage]
stage	std cells	setup slack, ns
after floorplan	148	6.74
after global placement	421	11.93
after detailed placement	421	11.87
after CTS	452	12.21
after global routing	452	12.13
final	452	12.24
Power and IR drop assume default switching activity.
