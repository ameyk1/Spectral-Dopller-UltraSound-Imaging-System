$ cat flow/config.mk
export PLATFORM = sky130hd
export DESIGN_NAME = hamming_window
export DESIGN_NICKNAME = hamming_window
export VERILOG_FILES = /design/flow/design.v
export SDC_FILE = /design/flow/constraint.sdc
export NUM_CORES = 4
export LEC_CHECK = 1
export CORE_UTILIZATION = 50
$ cat flow/run.sh
#!/bin/bash
# OpenROAD 26Q1-2900-gdf79404cd8, Yosys 0.63+post, stock flow scripts
make -C /OpenROAD-flow-scripts/flow DESIGN_CONFIG=/design/flow/config.mk WORK_HOME=/design/flow/orfs finish
$ cat flow/constraint.sdc
current_design hamming_window

set clk_period 15.0
set clk_io_pct 0.2

create_clock -name clk0 -period $clk_period [get_ports {clk}]

set non_clock_inputs [all_inputs -no_clocks]
set_input_delay [expr $clk_period * $clk_io_pct] -clock clk0 $non_clock_inputs
set_output_delay [expr $clk_period * $clk_io_pct] -clock clk0 [all_outputs]
$ cat flow/design.v
module hamming_coeff_lut (
   input wire [6:0] addr,
   output reg [15:0] coeff
);
   always @(*) begin
      case(addr)
         7'd0: coeff = 5243;
         7'd1: coeff = 5280;
         7'd2: coeff = 5390;
         7'd3: coeff = 5574;
         7'd4: coeff = 5831;
         7'd5: coeff = 6161;
         7'd6: coeff = 6561;
         7'd7: coeff = 7033;
         7'd8: coeff = 7573;
         7'd9: coeff = 8182;
         7'd10: coeff = 8858;
         7'd11: coeff = 9598;
         7'd12: coeff = 10401;
         7'd13: coeff = 11266;
         7'd14: coeff = 12190;
         7'd15: coeff = 13170;
         7'd16: coeff = 14205;
         7'd17: coeff = 15291;
         7'd18: coeff = 16427;
         7'd19: coeff = 17609;
         7'd20: coeff = 18835;
         7'd21: coeff = 20101;
         7'd22: coeff = 21405;
         7'd23: coeff = 22743;
         7'd24: coeff = 24112;
         7'd25: coeff = 25508;
         7'd26: coeff = 26929;
         7'd27: coeff = 28370;
         7'd28: coeff = 29828;
         7'd29: coeff = 31301;
         7'd30: coeff = 32783;
         7'd31: coeff = 34271;
         7'd32: coeff = 35762;
         7'd33: coeff = 37253;
         7'd34: coeff = 38738;
         7'd35: coeff = 40216;
         7'd36: coeff = 41682;
         7'd37: coeff = 43132;
         7'd38: coeff = 44563;
         7'd39: coeff = 45972;
         7'd40: coeff = 47355;
         7'd41: coeff = 48709;
         7'd42: coeff = 50030;
         7'd43: coeff = 51315;
         7'd44: coeff = 52562;
         7'd45: coeff = 53766;
         7'd46: coeff = 54926;
         7'd47: coeff = 56037;
         7'd48: coeff = 57098;
         7'd49: coeff = 58106;
         7'd50: coeff = 59058;
         7'd51: coeff = 59953;
         7'd52: coeff = 60787;
         7'd53: coeff = 61559;
         7'd54: coeff = 62267;
         7'd55: coeff = 62909;
         7'd56: coeff = 63484;
         7'd57: coeff = 63991;
         7'd58: coeff = 64427;
         7'd59: coeff = 64792;
         7'd60: coeff = 65085;
         7'd61: coeff = 65306;
         7'd62: coeff = 65453;
         7'd63: coeff = 65527;
         7'd64: coeff = 65527;
         7'd65: coeff = 65453;
         7'd66: coeff = 65306;
         7'd67: coeff = 65085;
         7'd68: coeff = 64792;
         7'd69: coeff = 64427;
         7'd70: coeff = 63991;
         7'd71: coeff = 63484;
         7'd72: coeff = 62909;
         7'd73: coeff = 62267;
         7'd74: coeff = 61559;
         7'd75: coeff = 60787;
         7'd76: coeff = 59953;
         7'd77: coeff = 59058;
         7'd78: coeff = 58106;
         7'd79: coeff = 57098;
         7'd80: coeff = 56037;
         7'd81: coeff = 54926;
         7'd82: coeff = 53766;
         7'd83: coeff = 52562;
         7'd84: coeff = 51315;
         7'd85: coeff = 50030;
         7'd86: coeff = 48709;
         7'd87: coeff = 47355;
         7'd88: coeff = 45972;
         7'd89: coeff = 44563;
         7'd90: coeff = 43132;
         7'd91: coeff = 41682;
         7'd92: coeff = 40216;
         7'd93: coeff = 38738;
         7'd94: coeff = 37253;
         7'd95: coeff = 35762;
         7'd96: coeff = 34271;
         7'd97: coeff = 32783;
         7'd98: coeff = 31301;
         7'd99: coeff = 29828;
         7'd100: coeff = 28370;
         7'd101: coeff = 26929;
         7'd102: coeff = 25508;
         7'd103: coeff = 24112;
         7'd104: coeff = 22743;
         7'd105: coeff = 21405;
         7'd106: coeff = 20101;
         7'd107: coeff = 18835;
         7'd108: coeff = 17609;
         7'd109: coeff = 16427;
         7'd110: coeff = 15291;
         7'd111: coeff = 14205;
         7'd112: coeff = 13170;
         7'd113: coeff = 12190;
         7'd114: coeff = 11266;
         7'd115: coeff = 10401;
         7'd116: coeff = 9598;
         7'd117: coeff = 8858;
         7'd118: coeff = 8182;
         7'd119: coeff = 7573;
         7'd120: coeff = 7033;
         7'd121: coeff = 6561;
         7'd122: coeff = 6161;
         7'd123: coeff = 5831;
         7'd124: coeff = 5574;
         7'd125: coeff = 5390;
         7'd126: coeff = 5280;
         7'd127: coeff = 5243;
      endcase
   end
endmodule
module hamming_window (
   input wire               clk,
   input wire               reset,
   input wire signed [31:0] in_data,
   input wire               in_valid,
   output reg signed [31:0] out_data_F,
   output reg               out_valid_F
);
   reg [6:0] addr_F;
   wire [15:0] coeff;
   reg signed [47:0] product;
   hamming_coeff_lut lut (
      .addr (addr_F),
      .coeff (coeff)
   );
   always @(*) begin
      product = in_data * $signed({1'b0, coeff});
   end
   always @(posedge clk) begin
      if (reset) begin
         addr_F <= 0;
         out_data_F <= 0;
         out_valid_F <= 1'b0;
      end
      else begin
         if (in_valid) begin
            addr_F <= addr_F + 1'b1;
            out_data_F <= $signed(product) >>> 16;
            out_valid_F <= 1'b1;
         end
         else begin
            addr_F <= addr_F;
            out_data_F <= out_data_F;
            out_valid_F <= 1'b0;
         end
      end
   end
endmodule
==> job_summary.md <==
### Metrics collected by this job

| Metric | Value |
|---|---|
| Worst path max stage delay | `0.84 ns` |
| Log Warnings | `39` |
| Synth warnings | `2` |
| Final setup vio count | `0` |
| Main flop type | `dfxtp_1` |
| Core area | `0.04327 mm^2` |
| GPL Wtd Cong | `0.9633` |
| Fin worst setup slack | `5.341 ns` |
| Antenna viol nets, final | `0` |
| Layout cells sized above 1 | `2.586%` |
| Height of the chip | `212.0 um` |
| Placed cells | `approximately 3100` |
| CP Cell Sequence | `clkdlybuf4s50_1 > and2_1 > fa_1 > inv_1 > fa_1 > inv_1 > fa_1 > inv_1 > fa_1 > fa_1 > fa_1 > inv_1 > ha_1 > and2_4 > nand4_1 > or4_1 > o32a_1 > a211o_1 > and3_2 > o21ai_0 > a21oi_1` |
| Synth Seq Share | `under 10%` |
| Via density | `about 5.6` |
| Top cell area share | `43.75%` |
| Flip-flops with a built-in enable | `0` |
| CTS tree | `yes` |
| Congestion Overflow GR | `0` |
| Library cells used by synthesis | `approximately 80` |
| Worst Path Max Fanout | `16` |
| Cell family with the largest share of critical-path delay | `adder cells` |
| Critical Path Source Type | `input port` |
| Cell mode on critical path | `fa_1` |
| DP Wirelength | `around 46 mm` |
| Clk buf depth | `2` |
| Largest net degree at the start of global routing | `66` |
| Postcts setup bufs | `0` |
| Std-Cell Rows | `76` |
| Critical-path top delay cell | `clkdlybuf4s50_1` |
| Total wire length | `61.99 mm` |
| CTS Root Cell | `clkbuf_16` |
| Max Clk Rate | `between 100 and 150 MHz` |
| Tcrit/Tclk final | `roughly 64%` |
| CTS Sinks | `56` |
| Latency at later pin | `0.30 ns` |
| Cells after synthesis | `2601` |
| Hold_ws | `0.4788 ns` |
| Metal1 wirelength | `25.88 mm` |
| IO Pins | `68` |
| Wire length per cell | `19.76 um` |
| Crit path time final | `between 9 and 10 ns` |
| Fin. Hold Viols | `0` |
| Top cells, area | `fa_1 (44%), inv_1 (9.2%), ha_1 (7.4%)` |
| Antenna diodes | `0` |
| Asr flop ratio synth | `0%` |
| Die Width | `about 210 um` |
| Total number of vias | `17560` |
| Antenna violations before repair | `0` |
| IO Port Bufs | `roughly 67` |
| Met3 WL | `between 6 and 7 mm` |
| First-pass detailed-route iteration total | `5` |
| Flops after synth | `56` |
| Yosys stat area | `0.02205 mm^2` |
| Initial DRC count | `1142` |
| CTS Hold Bufs | `0` |
| Cell count in the Yosys report | `2601` |
| Crit. End Element | `register` |
| Final std cells w/o fill | `3137` |
| Hold Path Class | `register to register` |
| Max capacitance violation total | `0` |
| Type of the worst setup path | `input port to register` |
| Core Density at Floorplan | `50.97%` |
| First-pass GRT wire length | `around 100 mm` |
| Gr usage total | `a little under a third` |
| RSZ-0062 raised after global routing | `no` |
| Result of the run | `finished, final reports clean` |
| Top Metal Used | `met4` |
| Max-slew violations | `0` |
| Dpl ws | `5.089 ns` |
| DRC viols | `0` |
| Worst Path Buf+Inv | `5` |
| CP required | `around 15 ns` |
| Num CTS Buffers | `5` |
| Clock skew | `0.01502 ns` |
| Synthesis-to-finish area growth | `4.964%` |
| Count leader, synth | `inv_1` |
| Worst Tran Pin Value | `0.8476 ns` |
| Vias in the first global route | `18550` |
| Synthesized area | `~0.022 mm^2` |
| Syn_area_per_cell | `8.479 um^2` |
| Worst slew margin | `43.31%` |
| Met2 wire len | `27.71 mm` |
| # resized after CTS | `0` |
| Final setup TNS | `0 ns` |
| CP arrival | `between 9 and 10 ns` |
| Clock Pin Slew Worst Setup and Hold Paths | `0.08 ns` |
| CTS H-tree lvls | `2` |
| Die Size | `between 0.04 and 0.05 mm^2` |
| Commonest cells post-synth | `inv_1 (542), fa_1 (482), nand2_1 (362)` |
| Yosys top cell by area | `fa_1` |
## kinds of logic after synthesis
logic type	after synthesis	share of synthesized area, %
AND/OR/NAND/NOR	800	17.49
AND-OR/OR-AND	372	11.26
buffers and inverters	705	12.50
XOR/XNOR	37	1.503
flip-flops	56	5.083
multiplexers	19	1.038
adder cells (fa/ha/maj)	612	51.13
## routing by layer
metal,track usage (%),vias up
met5,0,-
met3,11.93,110
met1,49.31,8725
met4,6.747,0
li1,-,7908
met2,44.88,812
## sequential cells by signal, summed over array words and instances, names as in the netlist
register / cells
coeff: 16
addr_F: 7
out_data_F: 32
out_valid_F: 1
## tightest hold or removal path: cells and delay by family, from the launching register on
| kind | cells | cell delay [ns] |
|---|---|---|
| flops | 1 | 0.32 |
| compound gates | 1 | 0.05 |
| simple gates | 1 | 0.06 |
## placed cells by master (no fill, tap or decap), types with 15 or more instances in the layout
| cell | synthesis | routed |
|---|---|---|
| dfxtp_1 | 56 | 56 |
| ha_1 | 130 | 130 |
| o211ai_1 | 29 | 29 |
| inv_1 | 542 | 542 |
| buf_4 | 5 | 33 |
| clkdlybuf4s50_1 | 0 | 66 |
| and2_1 | 230 | 230 |
| nand2_1 | 362 | 361 |
| a31oi_1 | 21 | 21 |
| o311ai_0 | 15 | 15 |
| a211oi_1 | 23 | 23 |
| xnor2_1 | 26 | 26 |
| a21oi_1 | 92 | 92 |
| o21ai_0 | 74 | 74 |
| nor2_1 | 88 | 88 |
| mux2i_1 | 15 | 15 |
| nand3_1 | 20 | 20 |
| fa_1 | 482 | 482 |
| nand4_1 | 17 | 17 |
| nor3_1 | 25 | 25 |
## path summary, 6_finish.rpt
path	start	endpoint	slack (ns)	cells after the start
hold reg to reg	out_data_F[22]	out_data_F[22]	0.48	2
hold / removal	out_data_F[22]	out_data_F[22]	0.48	2
setup reg to reg	coeff[12]	out_data_F[21]	8.21	20
setup / recovery	in_data[23]	out_data_F[21]	5.34	21
## cell type report
class	count	area [um^2]
inverter	548	2057
fill	4016	20120
timing repair buffer	100	913.4
clock inverter	3	21.27
tap	585	732.0
multi-input combinational	1840	18180
sequential	56	1121
clock buffer	5	125.1
## stage by stage
step	util, %	cell area (um^2)
after floorplan	-	22050
after global placement	53.16	23000
after detailed placement	53.16	23000
after CTS	53.50	23150
after global routing	53.50	23150
final	53.50	23150
